## run.sh

```bash
#!/bin/bash
# OpenROAD 26Q1-2900-gdf79404cd8, Yosys 0.63+post, stock flow scripts
make -C /OpenROAD-flow-scripts/flow DESIGN_CONFIG=/design/flow/config.mk WORK_HOME=/design/flow/orfs finish
```

## config.mk

```make
export PLATFORM = sky130hd
export DESIGN_NAME = beginner_encrypted_fifo
export DESIGN_NICKNAME = beginner_encrypted_fifo
export VERILOG_FILES = /design/flow/design.v
export SDC_FILE = /design/flow/constraint.sdc
export NUM_CORES = 4
export LEC_CHECK = 1
export CORE_UTILIZATION = 30
```

## constraint.sdc

```tcl
current_design beginner_encrypted_fifo

set clk_period 27.6
set clk_io_pct 0.2

create_clock -name clk0 -period $clk_period [get_ports {clk}]

set non_clock_inputs [all_inputs -no_clocks]
set_input_delay [expr $clk_period * $clk_io_pct] -clock clk0 $non_clock_inputs
set_output_delay [expr $clk_period * $clk_io_pct] -clock clk0 [all_outputs]
```

## design.v

```verilog
`timescale 1ns/1ps
module beginner_encrypted_fifo (
    input              clk,
    input              rst_n,            
    input      [127:0] secret_key,
    input      [127:0] plain_data_in,
    input              wr_en,
    output             full_o,           
    input              rd_en,
    output     [127:0] plain_data_out,
    output             empty_o           
);
    wire [127:0] encrypted_data;   
    wire [127:0] stored_data;      
    simple_encrypt u_encrypt (
        .plain_data     (plain_data_in),
        .key            (secret_key),
        .encrypted_data (encrypted_data)
    );
    simple_fifo_128 u_fifo (
        .clk      (clk),
        .rst_n    (rst_n),
        .data_in  (encrypted_data),
        .wr_en    (wr_en),           
        .rd_en    (rd_en),           
        .data_out (stored_data),
        .full_o   (full_o),
        .emty_o   (empty_o)
    );
    simple_decrypt u_decrypt (
        .encrypted_data (stored_data),
        .key            (secret_key),
        .plain_data     (plain_data_out)
    );
endmodule
module simple_decrypt(
    input [127:0] encrypted_data,  
    input [127:0] key,            
    output [127:0] plain_data     
);
assign plain_data = encrypted_data ^ key;
endmodule
module simple_encrypt(
    input [127:0] plain_data,      
    input [127:0] key,            
    output [127:0] encrypted_data  
);
assign encrypted_data = plain_data ^ key;
endmodule
`timescale 1ns / 1ps
module simple_fifo_128(
    input              clk,
    input              rst_n,            
    input      [127:0]   data_in,
    input              wr_en,
    input              rd_en,
    output             full_o,
    output             emty_o,
    output reg [127:0]   data_out
);
    parameter DEPTH = 8;                 
    reg [127:0] mem [0:DEPTH-1];           
    reg [2:0] wr_ptr;                    
    reg [2:0] rd_ptr;                    
    reg [3:0] count;                     
    assign full_o = (count == DEPTH);
    assign emty_o = (count == 0);
    always @(posedge clk or negedge rst_n) begin
        if (!rst_n) begin
            wr_ptr <= 3'd0;
        end else if (wr_en && !full_o) begin
            mem[wr_ptr] <= data_in;
            wr_ptr      <= wr_ptr + 3'd1;
        end
    end
    always @(posedge clk or negedge rst_n) begin
        if (!rst_n) begin
            rd_ptr   <= 3'd0;
            data_out <= 8'd0;
        end else if (rd_en && !emty_o) begin
            data_out <= mem[rd_ptr];
            rd_ptr   <= rd_ptr + 3'd1;
        end
    end
    always @(posedge clk or negedge rst_n) begin
        if (!rst_n) begin
            count <= 4'd0;
        end else begin
            case ({wr_en && !full_o, rd_en && !emty_o})
                2'b10: count <= count + 4'd1;    
                2'b01: count <= count - 4'd1;    
                default: count <= count;         
            endcase
        end
    end
endmodule
```

==> results_dict.tcl <==
# place-and-route summary
set metrics [dict create \
    syn_area_per_cell_sq_um 16.6 \
    cts_made_buffers 120 \
    max_freq_mhz 77.8 \
    maxCapViolations 0 \
    fill_cells 13800 \
    path_class "primary input to output port" \
    worstSetupStartpoint "secret_key[124]" \
    vdd_ir_drop_max_v 0.0000744 \
    final_util 0.370 \
    yosys-stat-area_sq_um 45200 \
    grt_max_degree 67 \
    drc 0 \
    yosysUniqueCellTypes 40 \
    cts_resized 0 \
    maxSlewViolCount 0 \
    cts_setup_buffers 0 \
    timing_hold_violations_final 0 \
    ys.flop_type "edfxtp_1" \
    core_area_sq_um 150000 \
    holdCritStartpoint "u_fifo.data_out[22]$_DFFE_PN0P_" \
    rsz0062_at_grt "no" \
    layout.cells.non_filler 5248 \
    cp.arrival_ps 7330 \
    stdcell_area_sq_um 55300 \
    crit_required_ps 22080 \
    grt_pass1_vias 27200 \
    placed_cells 5018 \
    rows 142 \
    overflow 0 \
    logic_area_sq_um 10200 \
    ctsHoldBuffers 0 \
    p_leak_nw 18.4 \
    crit_path_end_kind "output port" \
    synth_cells 2725 \
    cp_max_fo 2 \
    routedWlPerCell_um 21.2 \
    dpl-instance-area_sq_um 51400 \
    synth-seq-cells 1162 \
    worstMarginPinSlew_ps 805 \
    cts_tree "built" \
    slew-limit-headroom 0.462 \
    status "finished, final reports clean" \
    drive_above_1_share 0.113 \
    worstHoldPathType "flip-flop to flip-flop" \
    area_growth_pct 22.5 \
    warnings 34 \
    finalPower_mw 5.53 \
    fin_tns_setup_ps 0 \
    vias 25800 \
    die-area_sq_um 152000 \
    clock_path_buffers 3 \
    yosys_cells 2725 \
    edf_count 1024 \
    cts-root-buf "clkbuf_16" \
    ys_async_sr_fraction 0.119 \
    io_pins 390 \
    firstDrtPassIters 5 \
    cp-start-kind "primary input" \
    antenna_found_initial 1 \
    min_period_ps 12850 \
    grt_pass1_wl_um 165000 \
    regArea_sq_um 34200 \
    drtIter0Drc 1713 \
    rr_startpoint "u_fifo.rd_ptr[2]$_DFFE_PN0P_" \
    yosysSeqAreaShare 0.757 \
    yosys.area.top_type "edfxtp_1" \
    top_cells_by_area "edfxtp_1 (68%), dfrtp_1 (7.6%), xor2_1 (5.0%), mux2_2 (2.2%), o21ai_0 (2.1%)" \
    dieWidth_um 390 \
    clk_latency_ps 750 \
    min_period_over_period 0.466 \
    fp_util 0.302 \
    gp_congestion 0.758 \
    clkTransAtPathRegs_ps 60 \
    io_buffers 389 \
    ant_nets 0 \
    p_per_area_nw_per_um2 99.9 \
    post-dp-hpwl_um 61700 \
    htree_levels 3 \
    die_y_um 390 \
    finClkSkew_ps 34.6 \
    netlist.area_leader.share 0.681 \
    drt_wl_total_um 111000 \
    syn_area_sq_um 45200 \
    vias_per_cell 4.92 \
    grt_usage 0.154 \
    setup_violations 0 \
    clock_sinks 1162 \
    ys_warn_count 2 \
]
## sequential cells by signal, summed over array words and instances, names as in the netlist
| signal | count |
|---|---|
| u_fifo.mem | 1024 |
| u_fifo.data_out | 128 |
| u_fifo.count | 4 |
| u_fifo.rd_ptr | 3 |
| u_fifo.wr_ptr | 3 |
## report_power, final
group | switching, mW | internal (mW) | leakage (nW)
clock | 0.660 | 0.924 | 1.91
sequential | 0.117 | 2.17 | 10.9
combinational | 0.975 | 0.686 | 5.54
## Yosys cell counts, types with 2 or more instances
cell type  number
a211oi_1       11
a211oi_2        5
a21oi_1        44
a221o_1        48
a221oi_1       43
a222oi_1       80
a22o_1         85
a22oi_1       112
and2_1          4
and3_1         45
buf_1           6
buf_2          60
buf_4           5
buf_6          10
clkbuf_1       93
dfrtp_1       138
edfxtp_1     1024
ha_1           15
inv_1          12
mux2_1          6
mux2_2         90
mux2_4          5
nand2_1       137
nand2b_1        2
nor2_1         32
nor2b_1         2
nor3_1         34
nor3b_1        44
nor4_1          2
o21ai_0       187
o21ai_1        77
xnor2_1         3
xor2_1        257
## cell families after synthesis
family	count (synthesis)	share of synthesized area
flops	1162	0.757
compound gates	694	0.110
simple gates	305	0.0334
xor+xnor	260	0.0504
buf+inv	187	0.0193
mux	101	0.0256
fa+ha+maj	16	0.00460
## critical path: stages
cell and delay, ps:
clkdlybuf4s50_1 610, xor2_1 580, clkdlybuf4s50_1 610
## final cells by class
class | count | area share
Clock inverter | 47 | 0.00884
Sequential cell | 1162 | 0.618
Inverter | 13 | 0.000927
Timing Repair Buffer | 451 | 0.0795
Multi-Input combinational cell | 1376 | 0.185
Antenna cell | 1 | 0.0000452
Tap cell | 2016 | 0.0456
Clock buffer | 182 | 0.0621
## per-layer routing
| layer | vias up | track usage | share of wire |
|---|---|---|---|
| li1 | 11600 | - | - |
| met1 | 12700 | 0.197 | 0.39 |
| met2 | 1431 | 0.232 | 0.46 |
| met3 | 124 | 0.0952 | 0.13 |
| met4 | 0 | 0.0239 | 0.017 |
| met5 | - | 0.00159 | 0 |
## path summary, 6_finish.rpt
kind / slack (ps) / to / cells past startpoint
hold / removal: 500 / u_fifo.data_out[22]$_DFFE_PN0P_ / 2
min in group asynchronous: 4630 / u_fifo.data_out[88]$_DFFE_PN0P_ / 1
max in group asynchronous: 21610 / u_fifo.data_out[29]$_DFFE_PN0P_ / 3
hold reg to reg: 500 / u_fifo.data_out[22]$_DFFE_PN0P_ / 2
setup / recovery: 14750 / plain_data_out[124] / 3
setup reg to reg: 23560 / u_fifo.data_out[16]$_DFFE_PN0P_ / 8
## metrics by stage
| stage | worst slack (ps) | hold WS, ps |
|---|---|---|
| 6_report | 14750 | 497 |
| 5_1_grt | 14530 | 529 |
| 3_3_place_gp | 14580 | 486 |
| 2_1_floorplan | 16440 | 469 |
| 3_5_place_dp | 14590 | 492 |
| 4_1_cts | 14590 | 505 |
## placed cells by master, fill, tap and decap left out, types with 8 or more instances in the layout
master,count
edfxtp_1,1024
clkdlybuf4s50_1,388
xor2_1,257
o21ai_0,187
dfrtp_1,137
nand2_1,136
clkbuf_16,120
a22oi_1,112
mux2_2,90
a22o_1,85
a222oi_1,80
o21ai_1,77
buf_4,59
a221o_1,48
a21oi_1,44
nor3b_1,44
a221oi_1,43
clkbuf_1,42
and3_1,37
nor3_1,34
nor2_1,32
clkbuf_8,20
clkinv_2,16
inv_1,12
a211oi_1,11
ha_1,10
and3_4,8
clkinv_1,8
Power is estimated from default activity; no workload was simulated.
